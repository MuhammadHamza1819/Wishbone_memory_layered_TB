## flow/design.v

```verilog
`default_nettype none
typedef enum {
STATE_IDLE,
STATE_PROCESS,
STATE_STALL,
STATE_WAIT_FOR_PHASE_END
} state_t;
parameter ADDR_WIDTH = 4;
parameter DATA_WIDTH = 32;
parameter GRANULE = 8;
parameter REGISTER_NUM = 16;
localparam SEL_WIDTH = DATA_WIDTH / GRANULE;
module wb_slave_memory (
    input wire rst_i,
    input wire clk_i,
    input wire [ADDR_WIDTH-1:0] adr_i,
    input wire [DATA_WIDTH-1:0] dat_i,
    output reg [DATA_WIDTH-1:0] dat_o,
    input wire [SEL_WIDTH-1:0] sel_i,
    input wire we_i,
    input wire stb_i,
    output wire ack_o,
    output wire err_o,
    output wire stall_o,
    input wire cyc_i
);
    reg [DATA_WIDTH-1:0] register_value [0:REGISTER_NUM-1];
    reg [ADDR_WIDTH-1:0] r_adr_i;
    reg [DATA_WIDTH-1:0] r_dat_i;
    reg [SEL_WIDTH-1:0] r_sel_i;
    reg r_we_i;
    reg ack = 1'h0;
    reg err = 1'h0;
    reg stall = 1'h0;
    state_t state = STATE_IDLE;
    int i;
    always @(posedge clk_i) begin
        if (rst_i) begin
            state <= STATE_IDLE;
            ack <= 1'h0;
            err <= 1'h0;
            stall <= 1'h0;
            for (i = 0; i < REGISTER_NUM; i++) begin
                register_value[i] <= {DATA_WIDTH{1'h0}};
            end
        end
        else begin
            case (state)
                STATE_IDLE: begin
                    if (stb_i) begin
                        state <= STATE_PROCESS;
                        r_sel_i <= sel_i;
                        r_adr_i <= adr_i;
                        r_we_i <= we_i;
                        ack <= 1'h0;
                        err <= 1'h0;
                        stall <= 1'h0;
                        if (we_i) begin
                            r_dat_i <= dat_i;
                        end
                    end
                end
                STATE_PROCESS: begin
                    if (r_adr_i > REGISTER_NUM) begin
                        err <= 1'h1;
                        ack <= 1'h0;
                        stall <= 1'h0;
                    end 
                    else begin
                        for (i = 0; i < SEL_WIDTH; i++) begin
                            if (r_sel_i[i]) begin
                                if (r_we_i) begin
                                register_value[r_adr_i][i*GRANULE+:GRANULE] <= r_dat_i[i*GRANULE+:GRANULE];
                                end 
                                else if (!r_we_i) begin
                                    dat_o[i*GRANULE+:GRANULE] <= register_value[r_adr_i][i*GRANULE+:GRANULE];
                                end
                            end
                        end
                        ack <= 1'h1;
                        err <= 1'h0;
                    end
                    if (stb_i) begin
                        stall <= 1'h1;
                        state <= STATE_STALL;
                    end 
                    else begin
                        state <= STATE_WAIT_FOR_PHASE_END;
                    end
                end 
                STATE_STALL: begin
                    stall <= 1'h0;
                    ack <= 1'h0;
                    err <= 1'h0;
                    state <= STATE_PROCESS;
                end
                STATE_WAIT_FOR_PHASE_END: begin
                    if (~stb_i) begin
                        state <= STATE_IDLE;
                        ack <= 1'h0;
                        err <= 1'h0;
                    end
                end
            endcase
        end
    end
    assign ack_o = ack;
    assign err_o = err;
    assign stall_o = stall;
endmodule
```

## flow/run.sh

```bash
#!/bin/bash
# OpenROAD 26Q1-2900-gdf79404cd8, Yosys 0.63+post, stock flow scripts
make -C /OpenROAD-flow-scripts/flow DESIGN_CONFIG=/design/flow/config.mk WORK_HOME=/design/flow/orfs finish
```

## flow/config.mk

```make
export PLATFORM = sky130hd
export DESIGN_NAME = wb_slave_memory
export DESIGN_NICKNAME = wb_slave_memory
export VERILOG_FILES = /design/flow/design.v
export SDC_FILE = /design/flow/constraint.sdc
export NUM_CORES = 4
export LEC_CHECK = 1
export CORE_UTILIZATION = 30
```

## flow/constraint.sdc

```tcl
current_design wb_slave_memory

set clk_period 9.8
set clk_io_pct 0.2

create_clock -name clk0 -period $clk_period [get_ports {clk_i}]

set non_clock_inputs [all_inputs -no_clocks]
set_input_delay [expr $clk_period * $clk_io_pct] -clock clk0 $non_clock_inputs
set_output_delay [expr $clk_period * $clk_io_pct] -clock clk0 [all_outputs]
```

==> flow_summary_export.csv <==
group,metric,value,unit
synthesis,synthesis.area,25400,um^2
timing,fin_ws,5.18,ns
finish,synthToLayoutAreaGrowth,13.2,%
timing,fin_tns_setup,0,ns
floorplanning,fp.dieH,293,um
floorplanning,ios,80,
cts,clock-sinks,592,
floorplanning,coreArea,83700,um^2
detailed_routing,drt_pre_antenna_iters,5,
timing,setup_viol,0,
status,status,"complete, no violations",
worst_setup_path,critical_path_peak_fanout,70,
synthesis,area_leaders,"edfxtp_1 (69%), mux4_2 (11%), nor2_1 (7.6%)",
synthesis,synth_top_cell_by_area,"edfxtp_1",
pwr,seq_power_share,53.7,%
min_path,min-delay-start,"stall",
cts,cts-root-buf,"clkbuf_16",
run,warnings,26,
floorplanning,fp_util,30.3,%
cts,clockBufferDepth,3,
timing,clock-skew-final,0.0277,ns
worst_setup_path,r2r_slack,6.58,ns
pwr,p_leak,8.98,nW
timing,hold_viol,0,
detailed_routing,ant_nets,0,
detailed_routing,num_antenna_cells,0,
placed_design,io_buffers,77,
synthesis,ys_area,25400,um^2
detailed_routing,drc,0,
timing,finalClockPeriodUsage,47.1,%
run,maxCapViolCount,0,
synthesis,postSynthCellCount,1630,
global_route,grt-ovfl-total,0,
global_route,grt_max_degree,71,
detailed_routing,drt_iter0_drc,762,
synthesis,ys_types,29,
global_route,grt_use_total,15.1,%
worst_setup_path,worstPathRequired,10.04,ns
cts,cts_tree,"yes",
min_path,hp-class,"flip-flop to flip-flop",
cts,post_cts_buffers,0,
floorplanning,die_w,293,um
timing,rsz0062_at_grt,"false",
floorplanning,row_count,106,
finish,drive_above_1_share,16.8,%
cts,cts_resized,0,
global_route,first_global_vias,14700,
pwr,p_per_area,188,nW/um^2
pwr,power.net_switching,1.22,mW
detailed_routing,routedWlPerCell,21.4,um
worst_setup_path,r2r_cells,4,
timing,drv_slew,0,
worst_setup_path,arrival,4.86,ns
synthesis,yosysWarningCount,1,
detailed_routing,routed_wirelength,60700,um
min_path,holdPathStages,2,
detailed_routing,dr_wl_met3,9280,um
placed_design,place_congestion,0.783,
floorplanning,dieArea,85700,um^2
synthesis,postSynthSeqShare,69.8,%
detailed_routing,vias,13600,
min_path,min_to,"stall",
pwr,internal-power,4.20,mW
worst_setup_path,start_kind,"input pin",
cts,cts_buffers,58,
placed_design,hpwl,35300,um
timing,fmax,217,MHz
global_route,antenna_found_initial,1,
detailed_routing,m1WireLength,20100,um
timing,worst_pin_slew,0.983,ns
worst_setup_path,rr_startpoint,"state[0]",
synthesis,synth-seq-cells,592,
finish,final_util,34.3,%
pwr,swShare,22.5,%
synthesis,synth.top_cell.area_share,69.2,%
worst_setup_path,endpoint_kind,"flip-flop",
cts,ctsHoldBuffers,0,
placed_design,preCtsSetupSlack,4.58,ns
cts,cts.htree.levels,2,
detailed_routing,via_per_inst,4.80,
synthesis,yosys_cells,1630,
pwr,power_frac_comb,7.2,%
cts,clock_latency,0.64,ns
detailed_routing,dr_wl_met2,30000,um
pwr,p_clk_share,39.2,%
worst_setup_path,crit_type,"input pin to flip-flop",
timing,slew_headroom,34.4,%
detailed_routing,topRoutingLayerUsed,"met5",
synthesis,syn_area_per_cell,15.6,um^2
pwr,ir_drop,0.148,mV
worst_setup_path,r2r-end,"register_value[5][18]",
global_route,grt_pass1_wl,89500,um
timing,timing.final.crit_period,4.62,ns
cts,cts.reportedPaths.clkPinSlew,0.06,ns
-- stage by stage --
stage	power, mW	instances	area, um^2	hold WS [ns]
6_report	5.41	2834	28700	0.494
3_5_place_dp	3.35	2726	26900	0.488
3_3_place_gp	3.35	2726	26900	0.508
4_1_cts	5.46	2834	28700	0.496
2_1_floorplan	3.21	1630	25400	0.434
5_1_grt	5.58	2834	28700	0.513
-- per-layer routing --
metal	vias up	GRT usage [%]
li1	6096	-
met1	6675	17.1
met2	745	24.3
met3	90	9.96
met4	6	2.76
met5	-	1.25
-- synth_stat cells --
cell type and count:
a21oi_1 1, a22oi_1 64, and2_1 6, and4bb_1 1, buf_1 10, buf_12 3, buf_2 20, buf_4 13
buf_6 30, clkbuf_1 76, clkbuf_2 1, conb_1 1, dfxtp_1 7, edfxtp_1 585, mux2_2 4, mux4_2 128
nand2_1 45, nand3_1 8, nand3_4 30, nand3b_1 2, nand4_1 1, nor2_1 517, nor2b_1 7, nor3b_1 1
nor4b_1 1, nor4b_2 1, o21ai_0 2, o21bai_1 64, xor2_1 1
-- kinds of logic (layout without fill, tap and decap cells) --
kind of cell | after synthesis | in the layout | synth area share (%)
simple gates | 620 | 620 | 11.1
flops | 592 | 592 | 69.8
buf+inv | 153 | 223 | 3.64
mux | 132 | 132 | 11.5
compound gates | 131 | 131 | 3.85
other cells | 1 | 1 | 0.0148
xor+xnor | 1 | 1 | 0.0345
-- placed cells by master, fill, tap and decap left out, types with 2 or more instances in the layout --
cell type,n
nor2b_1,5
inv_16,2
bufinv_16,3
dfxtp_4,2
mux2_2,4
nand3_4,30
nand3b_1,2
o21ai_0,2
buf_4,38
clkbuf_1,16
dfxtp_1,5
clkinv_1,17
nand3_1,8
clkdlybuf4s50_1,76
and2_1,5
clkbuf_16,58
edfxtp_1,585
nand2_1,45
mux4_2,128
o21bai_1,64
a22oi_1,64
nor2b_2,2
nor2_1,516
clkinv_2,10
-- worst max path at each step --
stage / startpoint / end / slack (ns) / cells after the start
6_report: rst_i / register_value[5][18] / 5.18 / 6
5_1_grt: rst_i / register_value[8][5] / 5.04 / 6
4_1_cts: rst_i / register_value[13][21] / 5.24 / 6
-- flip-flops by register name, summed over array words and instances, names as in the netlist, named ones only --
name	flops
r_sel_i	4
dat_o	32
state	2
register_value	512
r_dat_i	32
r_we_i	1
r_adr_i	4
stall	1
-- final cells by class --
| cell class | instances | area [um^2] |
|---|---|---|
| Clock inverter | 34 | 268 |
| Sequential cell | 592 | 17700 |
| Tap cell | 1134 | 1420 |
| Clock buffer | 74 | 1510 |
| Fill cell | 7741 | 55000 |
| Multi-Input combinational cell | 885 | 6770 |
| Timing Repair Buffer | 115 | 1050 |
-- worst max-delay path: stages --
cell and delay (ns):
buf_2 0.10, buf_4 0.32, and4bb_4 0.43, buf_4 0.52
nand2_1 0.55, o21bai_1 0.93
-- power by group through the flow --
| stage | clock (mW) | sequential (mW) | combinational (mW) |
|---|---|---|---|
| CTS | 2.16 | 2.91 | 0.394 |
| global route | 2.25 | 2.91 | 0.417 |
| finish | 2.12 | 2.91 | 0.387 |
Power is estimated from default activity; no workload was simulated.
